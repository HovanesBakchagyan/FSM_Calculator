[/design/flow/design.v]
module clk_gen(clk100MHz, rst, clk_4sec, clk_5KHz);
input clk100MHz, rst; 
output clk_4sec, clk_5KHz; 
reg clk_4sec, clk_5KHz; 
integer count, count1; 
always@(posedge clk100MHz)
begin
 if(rst)  
 begin
    count = 0;   
    count1 = 0;
    clk_4sec = 0;   
    clk_5KHz  =0;
     end  
     else  
     begin
      if(count == 200000000)
      begin
       clk_4sec = ~clk_4sec;    
       count = 0;
      end
      if(count1 == 10000)   
      begin
       clk_5KHz = ~clk_5KHz;    
       count1 = 0;   
       end   
      count = count + 1;   
      count1 = count1 + 1;         
     end 
     end 
     endmodule  
[/design/flow/constraint.sdc]
current_design clk_gen

set clk_period 4.5
set clk_io_pct 0.2

create_clock -name clk0 -period $clk_period [get_ports {clk100MHz}]

set non_clock_inputs [all_inputs -no_clocks]
set_input_delay [expr $clk_period * $clk_io_pct] -clock clk0 $non_clock_inputs
set_output_delay [expr $clk_period * $clk_io_pct] -clock clk0 [all_outputs]
[/design/flow/config.mk]
export PLATFORM = sky130hd
export DESIGN_NAME = clk_gen
export DESIGN_NICKNAME = clk_gen
export VERILOG_FILES = /design/flow/design.v
export SDC_FILE = /design/flow/constraint.sdc
export NUM_CORES = 4
export LEC_CHECK = 1
export CORE_UTILIZATION = 30
[/design/flow/run.sh]
#!/bin/bash
# OpenROAD 26Q1-2900-gdf79404cd8, Yosys 0.63+post, stock flow scripts
make -C /OpenROAD-flow-scripts/flow DESIGN_CONFIG=/design/flow/config.mk WORK_HOME=/design/flow/orfs finish
==> results.py <==
# Generated from Yosys and OpenROAD reports
metrics = {
    "power": {
        "ir_worst_vdd_v": 0.000196,
        "p_leak_nw": 1.02,
        "powerDensity_nw_per_um2": 322,
    },
    "critical_path": {
        "setup.worst_path.class": "flop to flop",
        "worstPathMaxFanout": 9,
        "cp.arrival_ns": 2.42,
        "max_stage_delay_ns": 0.53,
        "required_ns": 4.72,
        "cp_slowest_cell": "or4_4",
        "crit_chain": "or4b_1 > or4_4 > nor3_2 > or2_1 > nor2_1",
        "critPathLaunchType": "flop",
        "worstSetupEndpointType": "flop",
    },
    "routing": {
        "first_pass_iters": 4,
        "vias": 2418,
        "drtIter0Drc": 95,
        "drcViolationCount": 0,
        "via_per_inst": 4.88,
        "wire_per_inst_um": 11.4,
        "ant_nets": 0,
        "drt-total-wl_um": 5640,
        "diodes": 0,
    },
    "synthesis": {
        "numSynthFlops": 66,
        "ys_area_um2": 3030,
        "synth-main-ff-cell": "dfxtp_1",
        "netlist_area_um2": 3030,
        "synth_top_area_share": 0.436,
        "yosys_warnings": 1,
        "yosys.stat.seqShare": 0.436,
        "ys_cells": 357,
        "synth-async-reset-ratio": 0,
        "yosys-top-cells-count": "dfxtp_1, nor2_1, nand3_1, xnor2_1, xor2_1",
        "synth-edff-count": 0,
        "largest_area_cell": "dfxtp_1",
        "top_cell": "dfxtp_1",
        "synth_cell_type_count": 35,
        "yosys-top-cells-area": "dfxtp_1, xnor2_1, nor2_1",
        "postSynthAreaPerCell_um2": 8.49,
        "postSynthCellCount": 357,
    },
    "sta": {
        "min_period_ns": 2.20,
        "max_freq_mhz": 454,
        "slew_headroom": 0.459,
        "hold_violations": 0,
        "tns_ns": 0,
        "finalSetupViolations": 0,
        "rsz0062_at_grt": "false",
        "hold_ws_ns": 0.474,
        "skew_ns": 0.00620,
        "fin_crit_sh": 0.490,
        "tightest_slew_ns": 0.805,
        "slew_viol_final": 0,
    },
    "floorplan": {
        "pin_count": 4,
        "rows": 36,
        "die_area_um2": 10500,
        "coreArea_um2": 9770,
        "fp_util": 0.310,
        "die_w_um": 102,
        "die_h_um": 102,
    },
    "global_route": {
        "grt_max_degree": 58,
        "use_met2": 0.163,
        "grt_overflow": 0,
        "grt-busiest-layer": "met1",
        "grt_pass1_wl_um": 9790,
        "grt_use_met3": 0.0271,
        "grt_pass1_vias": 2145,
        "use_met1": 0.193,
        "grt_usage": 0.118,
        "grt_antenna_before_repair": 0,
    },
    "clock_network": {
        "root_buffer": "clkbuf_8",
        "htree_levels": 3,
        "cts_sinks": 66,
        "cts_resized": 0,
        "cts_buffers": 9,
        "cts_setup_buffers": 0,
        "clkSlewWorstSetupHoldPaths_ns": 0.07,
        "clock_path_buffers": 2,
        "hold_buffers": 0,
        "clk-insertion-delay-late_ns": 0.34,
        "cts_tree": "built",
    },
    "placed_design": {
        "place_hpwl_um": 3710,
        "gp_congestion": 0.792,
        "portBuffers": 3,
    },
    "finish": {
        "area_delta_synth_final_pct": 10.9,
        "final.fill_count": 997,
        "drive_gt1_frac": 0.0635,
    },
    "min_path": {
        "hp-class": "flop to flop",
    },
    "run_status": {
        "status": "complete, no violations",
    },
    "job": {
        "maxCapViolations": 0,
        "openroad.warnings": 25,
    },
}
-- registers in the layout, indices dropped and copies added (netlist names) --
| name | flops |
|---|---|
| count1 | 32 |
| count | 32 |
| clk_4sec | 1 |
| clk_5KHz | 1 |
-- worst max-delay path: cells and delay by family (launching register included) --
family	cells	cell delay, ns
flip-flops	1	0.36
AND/OR/NAND/NOR	5	1.72
-- final cells by class --
class                           instances  area, um^2  share of cell area
Clock buffer                           13         179              0.0532
Sequential cell                        66        1320               0.393
Tap cell                              133         166              0.0495
Multi-Input combinational cell        269        1620               0.483
Clock inverter                          2        10.0             0.00298
Timing Repair Buffer                    4        32.5             0.00968
Inverter                                8        30.0             0.00894
-- power breakdown --
group	internal, W	total [W]	switching [W]
clock	0.000255	0.000467	0.000212
sequential	0.000589	0.000594	0.00000509
combinational	0.00000690	0.0000208	0.0000139
total	0.000851	0.00108	0.000231
-- logic make-up after synthesis --
family	Yosys count	synth area share
compound gates	24	0.0459
simple gates	191	0.331
fa+ha+maj	2	0.00826
flops	66	0.436
xor+xnor	52	0.150
buf+inv	22	0.0285
-- stage by stage --
step	instance area, um^2	cells	util	setup WS [ns]	total power [W]
2_1_floorplan	3030	357	-	2.53	0.000625
3_3_place_gp	3170	480	0.325	2.36	0.000628
3_5_place_dp	3170	480	0.325	2.33	0.000628
4_1_cts	3360	495	0.344	2.32	0.00109
5_1_grt	3360	495	0.344	2.16	0.00112
6_report	3360	495	0.344	2.30	0.00108
-- final timing paths --
check,startpoint,to,slack (ns),cells after the start
max,count[7],count[27],2.30,5
min,count1[0],count1[0],0.47,1
max reg2reg,count[7],count[27],2.30,5
min reg2reg,count1[0],count1[0],0.47,1
-- routing by layer --
| metal | routed length [um] | vias to the layer above |
|---|---|---|
| met5 | 0 | - |
| met4 | 99 | 0 |
| met3 | 260 | 9 |
| met2 | 2290 | 46 |
| met1 | 2990 | 1107 |
| li1 | - | 1256 |
-- cells in the final DEF (no fill, tap or decap), drive strengths merged --
cell           Yosys  final
clkbuf            12     13
o211ai             1      1
or4b               1      1
or3                9      9
o31ai              5      5
clkdlybuf4s50      0      2
and4bb             1      1
nor2b              2      2
nor3              19     19
xor2              24     24
nor4b              3      3
and3               7      7
dfxtp             66     66
a21oi             10     10
inv                8      8
nand3b             2      2
nand4             19     19
nand2             18     18
nand2b             1      1
and4               2      2
clkinv             0      2
nor2              60     60
ha                 2      2
nor4              15     15
buf                2      2
or4                3      3
a211o              1      1
or2                1      1
xnor2             28     28
o21ai              7      7
nand3             28     28
Power and IR drop assume default switching activity.
