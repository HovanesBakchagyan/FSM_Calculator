===== ./run.sh =====
#!/bin/bash
# OpenROAD 26Q1-2900-gdf79404cd8, Yosys 0.63+post, stock flow scripts
make -C /OpenROAD-flow-scripts/flow DESIGN_CONFIG=/design/flow/config.mk WORK_HOME=/design/flow/orfs finish

===== ./config.mk =====
export PLATFORM = sky130hd
export DESIGN_NAME = led_mux
export DESIGN_NICKNAME = led_mux
export VERILOG_FILES = /design/flow/design.v
export SDC_FILE = /design/flow/constraint.sdc
export NUM_CORES = 4
export LEC_CHECK = 1
export CORE_AREA = 10 10 70 70
export DIE_AREA = 0 0 80 80

===== ./constraint.sdc =====
current_design led_mux

set clk_period 2.1
set clk_io_pct 0.2

create_clock -name clk0 -period $clk_period [get_ports {clk}]

set non_clock_inputs [all_inputs -no_clocks]
set_input_delay [expr $clk_period * $clk_io_pct] -clock clk0 $non_clock_inputs
set_output_delay [expr $clk_period * $clk_io_pct] -clock clk0 [all_outputs]

===== ./design.v =====
module led_mux (  
    input wire clk,  
    input wire rst, 
    input wire [7:0] LED0,  
    input wire [7:0] LED1,  
    input wire [7:0] LED2,  
    input wire [7:0] LED3,  
    input wire [7:0] LED4,  
    input wire [7:0] LED5,  
    input wire [7:0] LED6,  
    input wire [7:0] LED7,  
    output wire [7:0] LEDSEL,  
    output wire [7:0] LEDOUT  
   );   
    reg [2:0] index; 
    reg [15:0] led_ctrl; 
    assign {LEDOUT, LEDSEL} = led_ctrl; 
always@(posedge clk) 
begin     
    index <= (rst) ? 3'd0 : (index + 3'd1); 
end     
always @(index, LED0, LED1, LED2, LED3, LED4, LED5, LED6, LED7) 
begin  
case(index)      3'd0: led_ctrl <= {8'b11111110, LED7};      
    3'd1: led_ctrl <= {8'b11111101, LED6};      
    3'd2: led_ctrl <= {8'b11111011, LED5};      
    3'd3: led_ctrl <= {8'b11110111, LED4};      
    3'd4: led_ctrl <= {8'b11101111, LED3};      
    3'd5: led_ctrl <= {8'b11011111, LED2};      
    3'd6: led_ctrl <= {8'b10111111, LED1};      
    3'd7: led_ctrl <= {8'b01111111, LED0};      
default: led_ctrl <= {8'b11111111, 8'hFF};     
endcase 
end 
endmodule

==> GITHUB_STEP_SUMMARY <==
### Metrics collected by this job

| Metric | Value |
|---|---|
| HP Class | `flip-flop to flip-flop` |
| Peak fanout along the critical path | `4` |
| Adder-Cell Fraction of Synth Area | `around 11%` |
| Setup crit start kind | `flip-flop` |
| First-iteration detailed-routing DRC count | `46` |
| First-pass GRT wire length | `6.42 mm` |
| Final ANT Viol Nets | `0` |
| Critical Path Sink Type | `output port` |
| Ys cells | `100` |
| Core area | `between 0.003 and 0.004 mm2` |
| Main logic family after synthesis | `AND-OR/OR-AND gates` |
| Worst skew pair latency | `around 0.23 ns` |
| Ys flops | `3` |
| Final setup fails | `14` |
| Init Core Util | `23.2%` |
| Max Slew Vio Count | `0` |
| HPWL after detailed placement | `3.31 mm` |
| Routed len/inst | `17.2 um` |
| Via count | `~1,300` |
| Sequential share of power | `under 10%` |
| CP required | `~1.7 ns` |
| Synth unique cells | `31` |
| Clk sinks | `3` |
| Layout Skew | `approximately 0.002 ns` |
| Area growth from synthesis to layout | `162%` |
| Filler cells | `288` |
| Synth area leader | `ha_1` |
| M1 wire length | `slightly below 2 mm` |
| CTS root buf | `clkbuf_4` |
| Max cap viols | `0` |
| Fin. Hold Viols | `0` |
| Combinational share of power | `about three quarters` |
| Die X | `about 80 um` |
| Sw frac | `about 33%` |
| MUX share of area | `~10%` |
| Cells after Synth | `~100` |
| Routed length on met2 | `between 1.5 and 2 mm` |
| Pin count of the biggest net entering global routing | `19` |
| Tool warning count | `32` |
| Met3 Wirelength | `between 400 and 500 um` |
| Sequential area share after synthesis | `7.57%` |
| Vias in the first global route | `~1,400` |
| Clock Pin Slew Worst Setup and Hold Paths | `roughly 0.040 ns` |
| Gpl congestion | `a little under 0.9` |
| Buffers added on ports | `about 81` |
| Avg Inst Size Synth | `about 8 um2` |
| Share of post-route cells with drive strength above 1 | `a little over two fifths` |
| Largest registers | `index: 3 flops` |
| Vias per std cell | `4.95` |
| Cell area leaders | `ha_1 11%, mux2_2 9.9%, a41oi_2 8.2%` |
| DRT Pass-1 Iters | `4` |
| Sw power | `approximately 0.23 mW` |
| Area leader share | `~11%` |
| Hold path start | `index[0]$_SDFF_PP0_` |
| Yosys warnings | `1` |
| Slew HR | `about three quarters` |
| Global route overflow | `0` |
| RSZ-0062 raised after global routing | `yes` |
| PnR worst setup slack | `-0.241 ns` |
| H-tree levels | `1` |
| Measured slew at the worst slew-check pin | `roughly 0.38 ns` |
| Antenna diode count | `0` |
| Failing checks | `setup timing` |
| Reg-to-Reg Start | `index[0]$_SDFF_PP0_` |
| Die height | `around 80 um` |
| GRT Overall Usage | `approximately 12%` |
| Synth Area in Simple Gates | `29.2%` |
| I/O Pins | `slightly above 80` |
| Pre-CTS WS | `-0.465 ns` |
| Yosys xor share | `0%` |
| Internal Pwr Total | `just under 0.5 mW` |
| PD cells | `between 300 and 400 mW/mm2` |
| Complex Gates by Area | `between 30% and 40%` |
| TritonCTS buffer count | `3` |
| Peak supply drop | `~0.25 mV` |
| TNS Setup | `-2.34 ns` |
| Flop area | `roughly 69 um2` |
| MI comb area | `886 um2` |
| Fmax | `around 430 MHz` |
| CTS tree | `done` |
| Die area | `between 0.006 and 0.007 mm2` |
| Max reg flops | `3` |
| Crit path DAT | `1.92 ns` |
| LEAKAGE | `about 0.81 nW` |
| Row count | `21` |
| Chip Area, Yosys | `793 um2` |
| Largest Register | `index` |
| DRT Wirelength | `about 4.4 mm` |
| Post-Syn Area | `793 um2` |
| Crit path time final | `2.34 ns` |
| Outcome | `finished, violations left` |
| Initial antenna violation count | `0` |
| WS Path Type | `flip-flop to output port` |
| Clk buf depth | `2` |
| CP startpoint | `index[2]$_SDFF_PP0_` |
| Tcrit/Tclk final | `111%` |
| Residual DRC | `0` |
| DR top layer | `met4` |
| Clock power frac | `14.1%` |
[synth_stat cells (all sizes together)]
cell      n
a22o      5
nand2    10
ha        7
a31oi     4
or4b      1
and3      7
o21ai     1
a41oi     4
and2      1
or2       2
buf       6
nor3      8
nand3b    1
nor2      4
inv       3
mux2      7
a222oi    4
nand4b    1
and3b     1
nor3b     1
nand4     1
a32oi     4
or3b      1
dfxtp     3
nor2b     3
a211o     1
clkbuf    5
a2111oi   4
[cell families (layout without fill, tap and decap cells)]
logic type               after synthesis  in the layout
buffers and inverters                 14            121
AND-OR/OR-AND                         27             27
flip-flops                             3              3
adder cells (fa/ha/maj)                7              7
AND/OR/NAND/NOR                       42             42
multiplexers                           7              7
[metrics by stage]
stage                     cell area [um2]  util (%)  hold WS, ns  power (mW)  std cells
after floorplan                       803         -        0.433       0.224        100
after global placement               1750      51.3        0.448       0.501        236
after detailed placement             1750      51.3        0.471       0.503        236
after CTS                            1880      55.0        0.542       0.644        249
after global routing                 2080      60.9        0.578       0.769        253
final                                2080      60.9        0.553       0.718        253
[power groups by stage]
stage         Sequential, mW  Clock, mW  Combinational [mW]
CTS                   0.0689      0.106               0.468
global route          0.0708      0.109               0.589
finish                0.0701      0.101               0.547
[cells in the final DEF (no fill, tap or decap), types with 2 or more instances in the layout]
cell	n
nor3_2	2
nor2_1	3
clkbuf_2	3
clkbuf_4	3
buf_2	11
mux2_2	7
nand2_1	8
nand2_2	2
or2_4	2
nor2b_1	2
a2111oi_4	4
a41oi_2	4
a31oi_1	2
a22o_1	5
inv_2	2
buf_4	22
ha_4	6
clkdlybuf4s50_1	65
a222oi_1	4
nor3_1	5
a31oi_4	2
dfxtp_4	2
and3_1	7
buf_6	12
a32oi_1	4
[final cells by class]
class                      instances  area share [%]
clock buffer                       4            1.26
inverter                           3           0.542
multi-input combinational         83            42.6
sequential                         3            3.31
tap                               46            2.77
timing repair buffer             114            49.5
[path summary, 6_finish.rpt]
check	slack (ns)	to	cells past startpoint
setup / recovery	-0.24	LEDOUT[4]	9
hold / removal	0.55	index[0]$_SDFF_PP0_	2
setup reg to reg	1.11	index[2]$_SDFF_PP0_	3
hold reg to reg	0.55	index[0]$_SDFF_PP0_	2
[what timing repair did]
action | CTS | global route
endpoints found under the setup margin | 16 | 15
setup buffers | 8 | 7
cloned | 1 | 0
pin swaps | 13 | 18
hold buffers | 0 | 0
resized | 71 | 34
[critical path: stages, from the launching register on]
cell	delay [ns]
dfxtp_2	0.38
inv_1	0.13
ha_4	0.18
or2_4	0.25
or2_4	0.27
buf_6	0.13
buf_4	0.13
buf_6	0.10
nand2_2	0.04
buf_2	0.08
[per-layer routing]
metal	vias to the layer above	track usage, %
li1	613	-
met1	575	15.9
met2	62	19.4
met3	2	4.89
met4	0	0.880
met5	-	0
Power figures rest on the tool's default switching activity, not on a simulated workload.
