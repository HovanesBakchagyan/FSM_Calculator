===== design/flow/config.mk =====
export PLATFORM = sky130hd
export DESIGN_NAME = DP
export DESIGN_NICKNAME = DP
export VERILOG_FILES = /design/flow/design.v
export SDC_FILE = /design/flow/constraint.sdc
export NUM_CORES = 4
export LEC_CHECK = 1
export CORE_AREA = 10 10 95 95
export DIE_AREA = 0 0 105 105

===== design/flow/design.v =====
module DP(in1, in2, s1, clk, wa, we, raa, rea, rab, reb, c, s2, out);
input [2:0] in1, in2;
input [1:0] s1, wa, raa, rab, c;
input we, rea, reb, s2, clk;
output [2:0] out;
wire [2:0] mux1out;
wire [2:0] douta;
wire [2:0] doutb;
wire [2:0] aluout;
MUX1 U0(.in1(in1), .in2(in2), .in3(3'b000), .in4(aluout), .s1(s1), .m1out(mux1out));
RF U1(.clk(clk), .rea(rea), .reb(reb), .raa(raa), .rab(rab), .we(we), .wa(wa), .din(mux1out), .douta(douta), .doutb(doutb));
ALU U2(.in1(douta), .in2(doutb), .c(c), .aluout(aluout));
MUX2 U3(.in1(aluout), .in2(3'b000), .s2(s2), .m2out(out));
endmodule  
module MUX1(in1, in2, in3, in4, s1, m1out);
input [2:0] in1, in2, in3, in4;
input [1:0] s1;
output reg [2:0] m1out;
always @ (in1, in2, in3, in4, s1)
begin
    case (s1)
        2'b11: m1out = in1;
        2'b10: m1out = in2;
        2'b01: m1out = in3;
        default: m1out = in4;  
    endcase
end
endmodule  
module RF(clk, rea, reb, raa, rab, we, wa, din, douta, doutb);
input clk, rea, reb, we;
input [1:0] raa, rab, wa;
input [2:0] din;
output reg [2:0] douta, doutb;
reg [2:0] RegFile [3:0];
always @(rea, reb, raa, rab)
begin
    if (rea)
        douta = RegFile[raa];
    else douta = 3'b000;
    if (reb)
        doutb = RegFile[rab];
    else doutb = 3'b000;
end
always@(posedge clk)
begin
    if (we)
        RegFile[wa] = din;
    else
        RegFile[wa] = RegFile[wa];
end
endmodule  
module ALU (in1, in2, c, aluout);
input [2:0] in1, in2;
input [1:0] c;
output reg [2:0] aluout;
always @ (in1, in2, c)
begin
    case (c)
        2'b00: aluout = in1 + in2;
        2'b01: aluout = in1 - in2;
        2'b10: aluout = in1 & in2;
        default: aluout = in1 ^ in2;  
    endcase
end
endmodule  
module MUX2 (in1, in2, s2, m2out);
input [2:0] in1, in2;
input s2;
output reg [2:0] m2out;
always @ (in1, in2, s2)
begin
    if (s2)
        m2out = in1;
    else
        m2out = in2;
end
endmodule  

===== design/flow/run.sh =====
#!/bin/bash
# OpenROAD 26Q1-2900-gdf79404cd8, Yosys 0.63+post, stock flow scripts
make -C /OpenROAD-flow-scripts/flow DESIGN_CONFIG=/design/flow/config.mk WORK_HOME=/design/flow/orfs finish

===== design/flow/constraint.sdc =====
current_design DP

set clk_period 4.9
set clk_io_pct 0.2

create_clock -name clk0 -period $clk_period [get_ports {clk}]

set non_clock_inputs [all_inputs -no_clocks]
set_input_delay [expr $clk_period * $clk_io_pct] -clock clk0 $non_clock_inputs
set_output_delay [expr $clk_period * $clk_io_pct] -clock clk0 [all_outputs]

==> impl_metrics.ini <==
; implementation run metrics
[synthesis]
ys_types = 33
synthTopCellsByArea = edfxtp_1 (34%), mux4_2 (15%), ha_1 (3.5%), mux2_2 (3.1%), mux2i_1 (2.8%)
avgSynthCellArea_um2 = 11.1
ys_async_sr_fraction_pct = 0
yosysCellCount = 97
syn-cell-area_um2 = 1070
seq_area_frac_synth_pct = 33.5
ys_chip_area_um2 = 1070
top_cell_area_share_pct = 33.5
synth_cells = 97
synth_top_flop_cell = edfxtp_1
synth_area_leader_cell = edfxtp_1
edf_count = 12
yosysWarnings = 5
synth_flops = 12

[pwr]
clockPowerShare_pct = 27.3
combinationalPowerShare_pct = 32.4
peakVddDrop_uv = 76.8
p_sw_share_pct = 25.6
p_int_mw = 0.238
power_per_cell_area_nw_per_um2 = 215
seqPwrFrac_pct = 40.3
p_switching_mw = 0.0820
p_leak_nw = 0.546

[final_timing]
finalHoldViolations = 0
finalSetupTns_ns = 0
rsz0062_at_grt = no
fin_skew_ns = 0.00112
finalCriticalPeriod_ns = 4.75
post-route-period-util_pct = 97.0
maxSlewHeadroom_pct = 66.6
fmax_ghz = 0.210
setup_violations = 0
fin_hold_ws_ns = 0.948
drv_slew = 0
tightest_slew_ns = 0.496

[cells_and_area]
area_growth_pct = 38.4
largest_register_ffs = 12
drive_above_1_share_pct = 17.6
lay_top_cells = clkdlybuf4s50_1 (22), edfxtp_1 (12), mux4_2 (7), nand2_1 (7), inv_1 (6)
flop_area_um2 = 360
layout_top_cell = clkdlybuf4s50_1
fillCellCount = 772
stdcell_area_um2 = 1490
logic_area_um2 = 677

[cts]
clk_latency_ns = 0.24
cts.sinks = 12
cts_tree = yes
cts_hold_buf = 0
cts_made_buffers = 3
clk_pin_slew_ns = 0.05
htree_levels = 1
cts_root_buf = clkbuf_8
clockBufferDepth = 2

[detailed_routing]
diodes = 0
vias = 842
firstDrtPassIters = 4
viasPerCell = 3.81
post_drt_wl_per_cell_um = 11.8
antenna_left = 0
drtIter0Drc = 30
drcViolationCount = 0
routed_wl_mm = 2.61

[setup_path]
crit_fanout = 2
end_kind = primary output
cp.required_ns = 3.92
r2r_start = U1.RegFile[3][0]$_DFFE_PN_
cp-start-kind = input port
critPathKind = in2out
critPathArrivalTime_ns = 3.77
path_cells = clkdlybuf4s50_1 > mux4_1 > xnor2_1 > and2_1 > fa_1 > xnor3_1 > o211a_1 > clkdlybuf4s50_1
critPathSlowestCell = mux4_1
max_stage_delay_ns = 0.60
worstSetupStartpoint = rab[0]
worst_path_most_repeated_cell = clkdlybuf4s50_1

[global_routing]
grt_pass1_vias = 912
antenna_found_initial = 0
track_usage_pct = 4.83
gr-total-overflow = 0
grt_max_degree = 11
grt_pass1_wl_mm = 4.47

[run]
maxCapViolCount = 0
warnings = 26

[floorplanning]
coreArea_um2 = 6910
dieArea_um2 = 11000
die_w_um = 105
fp_util_pct = 15.6
fp-row-count = 30
die_h_um = 105
pin_count = 24

[status]
status = finished clean

[placed_design]
gp_congestion = 0.846
dp_hpwl_mm = 2.23
io_buffers = 23
placed_area_um2 = 1440

[min_path]
min_path_type = reg2reg
min_from = U1.RegFile[1][0]$_DFFE_PN_
synthesized netlist by cell type (all sizes together) (4+ instances only):
library cell  count
and2              4
nor3              4
edfxtp           12
o21ai             6
a21oi             4
nand2             9
nor2              4
inv               6
mux4              8
cell families after synthesis:
| group | after synthesis | share of synthesized area, % |
|---|---|---|
| AND/OR/NAND/NOR | 38 | 19.8 |
| flip-flops | 12 | 33.5 |
| XOR/XNOR | 5 | 6.05 |
| adder cells (fa/ha/maj) | 4 | 5.36 |
| multiplexers | 14 | 23.1 |
| buffers and inverters | 9 | 3.84 |
| AND-OR/OR-AND | 15 | 8.38 |
final cells by class:
cell class                      instances  share of cell area (%)
Clock buffer                            3                    2.78
Clock inverter                          1                   0.252
Inverter                                6                    1.51
Multi-Input combinational cell         76                    45.5
Sequential cell                        12                    24.2
Tap cell                               96                    8.07
Timing Repair Buffer                   27                    17.7
layer usage:
metal,global-route usage (%),share of wire [%],up-vias
met5,0,0,-
met4,0.588,1.1,0
met3,1.37,4.6,3
met2,8.10,48,21
met1,6.25,46,396
li1,-,-,422
final timing paths:
kind | endpoint | slack, ns | cells after the start
setup / recovery | out[2] | 0.15 | 8
hold / removal | U1.RegFile[2][0]$_DFFE_PN_ | 0.95 | 2
hold reg to reg | U1.RegFile[2][0]$_DFFE_PN_ | 0.95 | 2
setup reg to reg | U1.RegFile[2][1]$_DFFE_PN_ | 2.08 | 9
per-stage QoR:
stage | instances | setup WS (ns) | utilization, % | total power [mW]
CTS | 221 | 0.103 | 21.4 | 0.325
global placement | 217 | 0.102 | 20.8 | 0.235
detailed placement | 217 | 0.108 | 20.8 | 0.235
global route | 221 | 0.0244 | 21.5 | 0.343
finish | 221 | 0.148 | 21.5 | 0.320
floorplan | 97 | 0.984 | - | 0.190
repair_timing:
item,in CTS,in global routing
hold endpoints to repair,0,0
setup endpoints to repair,0,1
resized,0,3
setup buffers,0,0
power by group through the flow:
stage / Combinational [mW] / Sequential [mW] / Clock [mW]
finish: 0.104 / 0.129 / 0.0875
CTS: 0.105 / 0.129 / 0.0918
global route: 0.117 / 0.130 / 0.0964
critical path: cells and delay by family:
| family | cells | cell delay (ns) |
|---|---|---|
| AND/OR/NAND/NOR | 1 | 0.16 |
| buffers and inverters | 2 | 0.90 |
| XOR/XNOR | 2 | 0.51 |
| multiplexers | 1 | 0.60 |
| adder cells (fa/ha/maj) | 1 | 0.41 |
| AND-OR/OR-AND | 1 | 0.21 |
Power and IR drop assume default switching activity.
